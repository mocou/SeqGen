==> flow/design.v <==
module DivFreq(clk,clk_out);
	input            clk ;
	wire            clk ;
	output clk_out;
	reg        [6:0]    count ;
	reg clk_out ;
	always @ ( posedge clk)
    	begin
			count=count+1;
         if ( count == 99 )
				begin
            	clk_out <= 1;
					count=0;
            end
         else 
				clk_out<=0;
    	end
endmodule
module SeqGen(Q, rst, sysclk,led_6bit);
	input rst;
	wire rst;
	input sysclk;
	output Q;
	reg Q;
	wire clk_r ;
	DivFreq div_freq ( 
	.clk (sysclk) ,
	.clk_out  (clk_r));
	reg [3:0] cnt;
	output [5:0] led_6bit;
	reg [5:0] led_6bit;
	parameter strSq=16'b0111010011011010;
	reg [15:0] regSq;
	always @(posedge clk_r or negedge rst)
		if(!rst)
			regSq<=strSq;
		else
			begin
				Q<=regSq[15];
				regSq<=regSq<<1;
				regSq[0]<=Q;
				led_6bit<=led_6bit<<1;
				led_6bit[0]<=Q;
			end
endmodule
module SeqGen_Rec(
	clk,
	rst,
	Q,
	led_6bit,
	detected
);
	input clk,rst;
	output Q;
	output detected;
	wire Q;
	wire detected;
	output [5:0] led_6bit;
	wire [5:0] led_6bit;
	SeqGen sg(
		.Q(Q),
		.rst(rst),
		.sysclk(clk),
		.led_6bit(led_6bit)
	);
	SeqRec sr(
		.data_in(Q),
		.sysclk(clk),
		.rst(rst),
		.detected(detected)
	);
endmodule
module SeqRec(
	data_in,
	sysclk,
	rst,
	detected
);
	input data_in,sysclk,rst;
	output detected;
	reg detected;
	reg [5:0] state;
	parameter s0=0,
				 s1=1,
				 s2=2,
				 s3=3,
				 s4=4,
				 s5=5;
	wire clk_r ;
	DivFreq div_freq ( 
	.clk (sysclk) ,
	.clk_out  (clk_r));
	always @(posedge clk_r or negedge rst)
		begin
			if(!rst)
				state<=s0;
			else
				case(state)
					s0:if(data_in==1)
							state<=s1;
						else
							state<=s0;
					s1:if(data_in==1)
							state<=s2;
						else
							state<=s0;
					s2:if(data_in==0)
							state<=s3;
						else
							state<=s2;
					s3:if(data_in==1)
							state<=s4;
						else
							state<=s0;
					s4:if(data_in==1)
							state<=s5;
						else
							state<=s0;
					s5:if(data_in==1)
							state<=s2;
						else
							state<=s0;
					default:state<=s0;
				endcase
		end
	always @(state)
		begin
			case(state)
				s0:detected=0;
				s1:detected=0;
				s2:detected=0;
				s3:detected=0;
				s4:detected=0;
				s5:detected=1;
				default:detected=0;
			endcase
		end
endmodule
==> flow/run.sh <==
#!/bin/bash
# OpenROAD 26Q1-2900-gdf79404cd8, Yosys 0.63+post, stock flow scripts
make -C /OpenROAD-flow-scripts/flow DESIGN_CONFIG=/design/flow/config.mk WORK_HOME=/design/flow/orfs finish
==> flow/config.mk <==
export PLATFORM = sky130hd
export DESIGN_NAME = SeqGen_Rec
export DESIGN_NICKNAME = SeqGen_Rec
export VERILOG_FILES = /design/flow/design.v
export SDC_FILE = /design/flow/constraint.sdc
export NUM_CORES = 4
export LEC_CHECK = 1
export CORE_AREA = 10 10 112 112
export DIE_AREA = 0 0 122 122
==> flow/constraint.sdc <==
current_design SeqGen_Rec

set clk_period 1.5
set clk_io_pct 0.2

create_clock -name clk0 -period $clk_period [get_ports {clk}]

set non_clock_inputs [all_inputs -no_clocks]
set_input_delay [expr $clk_period * $clk_io_pct] -clock clk0 $non_clock_inputs
set_output_delay [expr $clk_period * $clk_io_pct] -clock clk0 [all_outputs]
==> metrics.cfg <==
[outcome]
run_status = finished, final reports clean

[global_routing]
grt_pass1_vias = 737
grtUsageTotal_pct = 2.55
grt_pass1_wl_um = 3280
grt_max_degree = 30
antenna_found_initial = 0
grt.overflow.total = 0

[floorplan]
die_h_um = 122
ios = 10
rows = 37
dieArea_mm2 = 0.0149
die_w_um = 122
core_mm2 = 0.0102
fp_util_pct = 15.3

[place]
io_buffer_count = 9
hpwl_um = 1440
gp_congestion = 0.761

[final_timing]
fin_crit_ns = 1.42
unclocked_regs = 29
timing_hold_violations_final = 0
tightest_slew_ns = 0.572
fin_crit_sh_pct = 94.9
unconstrained_endpoints = 44
tns_ns = 0
skew_ns = 0.000602
grt_setup_unrepaired = false
setup_viol = 0
slew_headroom_pct = 61.8
timing.fmax_mhz = 702
drv_slew = 0

[cells_and_area]
final_core_util_pct = 19.0
layout_top_cells = dfxtp_1 (15), dfrtp_1 (12), dfstp_2 (10), clkdlybuf4s50_1 (9), edfxtp_1 (7)
drive_gt1_share_pct = 25.8
syn_to_final_growth_pct = 24.4
lay_top_count = dfxtp_1

[worst_setup_path]
crit_type = flop to flop
crit_path_start_kind = flop
r2r_end = sg.div_freq.clk_out
required_ns = 1.64
rrSetupSlack_ns = 0.08
rr_worst_depth = 5
arrival_ns = 1.56
path_max_fanout = 5
cp-end-kind = flop
timing.rr.start = sg.div_freq.count[1]

[route]
first_pass_iters = 3
drcViolationCount = 0
wl_per_cell_um = 7.45
totalWireLength_um = 1970
drtIter0Drc = 31
diodes = 0
drt.antenna.violating_nets = 0
num_vias = 817
viasPerCell = 3.09

[yosys]
simple_gate_share_pct = 10.4
largest_area_cell = dfxtp_1
yosys.cell_types.count = 30
netlist.area_leader.share_pct = 20.5
aoi_share_pct = 7.21
ys_cells = 109
synthAdderAreaFrac_pct = 3.21
flop_cell = dfxtp_1
ys_area_mm2 = 0.00156
numSynthFlops = 45
postSynthSeqShare_pct = 70.0
syn_inst = 109
area_leaders = dfxtp_1 (21%), dfrtp_1 (19%), dfstp_2 (17%), edfxtp_1 (13%), xnor2_1 (3.4%)
async_reset_ff_share_pct = 48.9
topCombFamilyByArea = simple AND/OR/NAND/NOR gates
post_synth_mux_area_share_pct = 0
syn_area_mm2 = 0.00156
edf_count = 7
yosys.area_share.xor_xnor_pct = 7.93
yosys_warnings = 3
avgSynthCellArea_um2 = 14.3

[clock_tree]
cts_tree = built
root_buffer = clkbuf_8
numCtsBuffers = 3
h-tree-depth = 1
clk_transition_reported_paths_ns = 0.06
clkLatencyLatePin_ns = 0.24
clk_path_buf_depth = 2
hold_buffers = 0

[min_path]
worstHoldEndpoint = sg.div_freq.count[4]
worst_hold_path_type = flop to flop
min_path_cells = 1
hp-start = sg.div_freq.count[4]

[power_and_ir_drop]
p_leak_nw = 0.736
power.total_mw = 0.823
power_density_mw_per_mm2 = 424
ir_drop_uv = 390

[flow_run]
tool_warnings = 27
drv_cap = 0

[synthesized netlist by cell type, types with 2 or more instances]
cell type	count
o31a_1	3
nor3_1	3
dfxtp_1	16
o21ba_2	2
a31oi_1	2
ha_1	4
nand2_1	5
dfrtp_1	12
nand3_1	5
xnor2_1	6
nor2_1	5
xor2_1	5
a21oi_1	2
inv_1	5
and2_1	3
dfstp_2	10
edfxtp_1	7
a41oi_1	2
[routing by layer]
layer / vias to the layer above / GRT usage (%) / part of all wire (%)
li1: 410 / - / -
met1: 387 / 3.51 / 50
met2: 18 / 3.84 / 41
met3: 2 / 1.03 / 7.6
met4: 0 / 0.298 / 1.4
met5: - / 0 / 0
[cell families (layout without fill, tap and decap cells)]
logic type	count (synthesis)	after routing
AOI/OAI and AO/OA	14	14
xor gates and xnor gates	12	12
adders and majority gates	4	4
buffers and inverters	5	24
DFF	45	45
and+or+nand+nor	29	29
[power breakdown]
| group | total [mW] | switching [mW] | internal [mW] |
|---|---|---|---|
| Clock | 0.377 | 0.144 | 0.233 |
| Combinational | 0.0172 | 0.0132 | 0.00399 |
| Sequential | 0.429 | 0 | 0.429 |
[worst max-delay path by stage]
| stage | from | end | slack (ns) | cells after the start |
|---|---|---|---|---|
| 6_report | sg.div_freq.count[1] | sg.div_freq.clk_out | 0.08 | 5 |
| 5_1_grt | sg.div_freq.count[1] | sg.div_freq.count[1] | 0.004 | 5 |
| 4_1_cts | sg.div_freq.count[1] | sg.div_freq.clk_out | 0.01 | 5 |
[per-stage QoR]
step / worst slack (ns) / instances / hold slack (ns) / instance area (um^2)
after floorplan: 0.0479 / 109 / 0.467 / 1560
after global placement: 0.0425 / 260 / 0.501 / 1870
after detailed placement: 0.0177 / 260 / 0.502 / 1870
after CTS: 0.0147 / 264 / 0.507 / 1920
after global routing: 0.00445 / 264 / 0.543 / 1940
final: 0.0761 / 264 / 0.524 / 1940
[sequential cells by signal, indices dropped and copies added (netlist names)]
name / flops
sg.regSq: 16
sg.div_freq.count: 7
sr.div_freq.count: 7
sg.led_6bit: 6
sr.state: 6
sg.Q: 1
sg.div_freq.clk_out: 1
sr.div_freq.clk_out: 1
[what timing repair did]
action | 4_1_cts | 5_1_grt
setup endpoints to repair | 0 | 7
gates resized | 0 | 5
buffers inserted | 0 | 0
[worst max-delay path, stage by stage, from the launching register on]
cell	delay (ns)
dfxtp_2	0.36
ha_2	0.20
nand3_2	0.12
or2_4	0.29
xnor2_4	0.14
and4_1	0.21
[final cells by class]
cell class	instances	area, um^2
clock buffers	4	55.1
multi-input cells	59	468
repair buffers	15	135
inverters	5	18.8
well taps	136	170
flip-flops and latches	45	1090
fillers	1069	8290
